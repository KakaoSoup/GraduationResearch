==> flow/design.v <==
`timescale 1ns / 1ps
module mbist_top (              
    input clk,						 
    input rst,
    input test,						 
    input early_term,				 
    input  [7:0] data_r,			 
    output ce, 						 
    output we,						 
    output [9:0] row_addr,			 
    output [9:0] col_addr,			 
    output [1:0] bank_addr,			 
    output [7:0] data_w,			 
    output test_end,				 
    output fault_detect,			 
    output [9:0] fault_row,			 
	output [9:0] fault_col,			 
    output [7:0] fault_col_flag,	 
    output [1:0] fault_bank			 
);
reg ce_gen;							 
reg we_gen;							 
reg [8:0] row_addr_gen;				 
reg [8:0] col_addr_gen;				 
reg [1:0] bank_addr_gen = 2'b0;		 
reg [7:0] data_gen;					 
reg check;							 
reg pattern;						
reg first;							 
reg [3:0] state;					 
reg [8:0] row_addr_buf;				 
reg [8:0] col_addr_buf;
reg [1:0] bank_addr_buf = 2'b0;
reg [8:0] row_addr_buf2;			 
reg [8:0] col_addr_buf2;
reg [1:0] bank_addr_buf2 = 2'b0;
reg test_end_reg;					 
reg fault_detect_reg;
reg [1:0] fault_bank_reg;
reg [8:0] fault_row_reg;
reg [8:0] fault_col_reg;
reg [7:0] fault_col_flag_reg;		 
localparam 
    IDLE = 'd0,				 
    state0_w0 = 'd1,		 
    state1_r0 = 'd2,		 
	STOP = 'd3;				 
always @ (posedge clk) 
begin
    if((rst) || (early_term)) begin		 
	ce_gen <= 0;					
        we_gen <= 0;					
        row_addr_gen <= 0;				
        col_addr_gen <= 0;				
        bank_addr_gen <= 0;
        row_addr_buf <= 0;
        col_addr_buf <= 0;
        bank_addr_buf <= 0;		
	data_gen <= 0;		
        check <= 0;
        pattern <= 0;
	first <=0;
	state <= IDLE;				
        test_end_reg <= 0;        		
	end
    else begin
        case(state)
        IDLE: begin
        	if(test) begin				 
        		state <= state0_w0;		 
			bank_addr_gen <= 2'b01;	 
        	end
        	else begin					 
                	state <= IDLE;			 
        	end
	end
        state0_w0: begin
   	        we_gen <= 1;								 
            	ce_gen <= 1;								 
	        check <= 0;									 
           	row_addr_gen <= row_addr_gen + 1; 			 
            	data_gen <=  8'b0000_0000;					 
            	if(row_addr_gen == 'd511) begin				 
          		if(col_addr_gen == 'd504) begin    		 
				bank_addr_gen <= 2'b10;				 
                   		col_addr_gen <= 0;					 
				if(bank_addr_gen == 2'b10) begin		 
	   	               		first <= 0;						 
                       			ce_gen <= 0;				   		 
				       state <= state1_r0;				 
				end				   
			end
			else begin							
				col_addr_gen <= col_addr_gen + 8; 	 
				row_addr_gen <= 0;					 
			end
            	end
	end
        state1_r0: begin
        	if(first == 0) begin    						 
			row_addr_gen <= 0;							 
			col_addr_gen <= 0;							 
	        first <= 1;									 
			bank_addr_gen <= 2'b01;						 
		end
            	else begin
   	        	we_gen <= 0;								 
                	ce_gen <= 1;								 
	            	check <= 1;									 
			pattern <= 0;							
			row_addr_buf <= row_addr_gen;				 
			col_addr_buf <= col_addr_gen;			
			bank_addr_buf <= bank_addr_gen;
                	row_addr_gen <= row_addr_gen + 1;			 
			if(row_addr_gen == 'd511) begin				 
          	       		if(col_addr_gen == 'd504) begin     		 
			    	   	bank_addr_gen <= 2'b10;				 
					col_addr_gen <= 0;					 
			    	   	if(bank_addr_gen == 2'b10) begin		 
	   	                   		first <= 0;					
                           			ce_gen <= 0;
						test_end_reg <= 1;				 
			    	       		state <= STOP;					 
			    	   	end				   
			    	end
			    	else begin
			    		col_addr_gen <= col_addr_gen + 8;  	 
			    		row_addr_gen <= 0;					 
			    	end
                	end
            	end
	end
        STOP:
        	if(test == 0) begin		 
        		state <= IDLE;		 
            	end       
		else begin				 
			state <= STOP;		 
		end
        endcase
    end
end
assign ce = ce_gen;
assign we = we_gen;
assign row_addr = row_addr_gen;
assign col_addr = col_addr_gen;
assign bank_addr = bank_addr_gen;
assign data_w = data_gen;
assign test_end = test_end_reg;
assign fault_detect = (|fault_col_flag_reg)? 1 : 0;					 
assign fault_bank = (|fault_col_flag_reg)? bank_addr_buf2 : 0;		 
assign fault_row =  (|fault_col_flag_reg)? row_addr_buf2 : 0;		
assign fault_col =  (|fault_col_flag_reg)? col_addr_buf2 : 0;
assign fault_col_flag = fault_col_flag_reg;							 
always @ (posedge clk) begin
    if(rst) begin					 
        fault_bank_reg <= 0;
        fault_row_reg <= 0;
        fault_col_reg <= 0;
        fault_col_flag_reg <= 0;
        fault_detect_reg <= 0;
    end
    else begin
        if(check) begin							 
            bank_addr_buf2 <= bank_addr_buf;	 
		row_addr_buf2 <= row_addr_buf;	
		col_addr_buf2 <= col_addr_buf;	
		if(pattern == (~data_r[7])) begin	 
                	fault_col_flag_reg[7] <= 1;		 
		end
		else begin
			fault_col_flag_reg[7] <= 0;		
		end
		if(pattern == (~data_r[6])) begin	 
                	fault_col_flag_reg[6] <= 1;		 
		end
		else begin
			fault_col_flag_reg[6] <= 0;		
		end
		if(pattern == (~data_r[5])) begin	 
                	fault_col_flag_reg[5] <= 1;		 
		end
		else begin
			fault_col_flag_reg[5] <= 0;
		end
		if(pattern == (~data_r[4])) begin	 
                	fault_col_flag_reg[4] <= 1;		 
		end
		else begin
			fault_col_flag_reg[4] <= 0;
		end
		if(pattern == (~data_r[3])) begin	 
                	fault_col_flag_reg[3] <= 1;		 
		end
		else begin
			fault_col_flag_reg[3] <= 0;
		end
		if(pattern == (~data_r[2])) begin	 
                	fault_col_flag_reg[2] <= 1;		 
		end
		else begin
			fault_col_flag_reg[2] <= 0;
		end
		if(pattern == (~data_r[1])) begin	 
                	fault_col_flag_reg[1] <= 1;		 
		end
		else begin
			fault_col_flag_reg[1] <= 0;
		end
		if(pattern == (~data_r[0])) begin	 
                	fault_col_flag_reg[0] <= 1;		 
		end
		else begin
			fault_col_flag_reg[0] <= 0;
		end
        end
    end        
end
endmodule                    
==> flow/run.sh <==
#!/bin/bash
# OpenROAD 26Q1-2900-gdf79404cd8, Yosys 0.63+post, stock flow scripts
make -C /OpenROAD-flow-scripts/flow DESIGN_CONFIG=/design/flow/config.mk WORK_HOME=/design/flow/orfs finish
==> flow/config.mk <==
export PLATFORM = sky130hd
export DESIGN_NAME = mbist_top
export DESIGN_NICKNAME = mbist_top
export VERILOG_FILES = /design/flow/design.v
export SDC_FILE = /design/flow/constraint.sdc
export NUM_CORES = 4
export LEC_CHECK = 1
export CORE_UTILIZATION = 30
==> flow/constraint.sdc <==
current_design mbist_top

set clk_period 4.1
set clk_io_pct 0.2

create_clock -name clk0 -period $clk_period [get_ports {clk}]

set non_clock_inputs [all_inputs -no_clocks]
set_input_delay [expr $clk_period * $clk_io_pct] -clock clk0 $non_clock_inputs
set_output_delay [expr $clk_period * $clk_io_pct] -clock clk0 [all_outputs]
==> GITHUB_STEP_SUMMARY <==
## PnR job results

| Metric | Value |
|---|---|
| Number of global-route vias before repair | 2213 |
| Fin. max-slew vios | 0 |
| DR WL/cell | 12.6 µm |
| CTS tree | built |
| Status | finished clean |
| Hold Path Class | flip-flop to flip-flop |
| Residual DRC | 0 |
| Critical R2R Launch | row_addr_gen[0]$_SDFFE_PP0N_ |
| Syn Inst Count | 317 |
| Tot Pwr | 1.43 mW |
| Setup crit end kind | output pin |
| Hold WS | 0.433 ns |
| Final HPWL DP | 4.60 mm |
| Count of library flops with an enable pin | 20 |
| DRT Wirelength | 6.48 mm |
| Grt total ovfl | 0 |
| Max Fclk | 0.342 GHz |
| First element of the critical path | fault_col_flag_reg[0]$_SDFFE_PP0P_ |
| WP buf/inv | 1 |
| Setup CP Type | flip-flop to output pin |
| Arr. time, crit path | 2.10 ns |
| Fillers | 927 |
| Final Util | 40.6% |
| N_diodes | 0 |
| Leak pwr | 1.33 nW |
| Synth flops | 77 |
| # Cells Yosys | 317 |
| Clk sink count | 77 |
| Post-route setup TNS | 0 ns |
| Reg2reg end | first$_SDFFE_PP0P_ |
| CP max-delay cell | clkdlybuf4s50_1 |
| Gpl congestion | 0.803 |
| Dominant flop cell | dfxtp_1 |
| Worst path depth | 4 |
| Tool Warnings | 25 |
| Setup WS post-layout | 1.18 ns |
| Setup Fix Bufs, Post-CTS | 0 |
| P&R area growth vs syn | 28.8% |
| Root Driver | clkbuf_8 |
| Die Wd | 104 µm |
| Die H | 104 µm |
| Rel. slew slack | 41.5% |
| Max Cap Viol | 0 |
| H-tree levels | 3 |
| # hold bufs at CTS | 0 |
| Worst Tran Pin Value | 0.878 ns |
| GRT Overall Usage | 12.9% |
| Clk slew on worst S/H paths | 0.08 ns |
| CP startpoint kind | flip-flop |
| Yosys warns | 1 |
| Post-synth design cell area | 3120 µm² |
| Worst path max stage delay | 0.41 ns |
| Setup-failing EPs final | 0 |
| FFs w/ async S/R, synth | 0% |
| Cell family with most CP delay | simple AND/OR/NAND/NOR gates |
| Vias/cell | 4.41 |
| Fraction of layout cells with a size suffix above 1 | 7.37% |
| Clock buffer count from CTS | 9 |
| Final cycle utilization of the critical path | 71.3% |
| Final Hold Vio Count | 0 |
| First-pass GRT wire length | 11.1 mm |
| Row Count | 36 |
| Critical Path, Cell by Cell | nor4_1 > nand2_1 > and2_1 > clkdlybuf4s50_1 |
| Max Root-Sink Buffers | 2 |
| Final Skew | 0.00675 ns |
| Core utilization at floorplan | 31.5% |
| Detailed-route via count | 2262 |
| Pre-antenna DRT Iters | 4 |
| Path depth of the worst reg2reg path | 8 |
| Initial DRC Count | 119 |
| Core area | 9910 µm² |
| Total I/O pin count | 76 |
| Yosys top cell by area | dfxtp_1 |
| Initial antenna violation count | 0 |
| Die area | 10800 µm² |
| Worst-Skew Late Latency | 0.35 ns |
| Largest net degree at the start of global routing | 37 |
| Crit path DRT | 3.28 ns |
| RSZ-0062 raised after global routing | no |
| Pre-CTS WS | 1.34 ns |
| R2R Setup Slk | 1.75 ns |
| Routed Antenna Nets | 0 |
| Synth Area per Inst | 9.85 µm² |
| Crit-path max FO | 21 |
| Main area contributors | dfxtp_1 (37%), edfxtp_1 (19%), nand2_1 (6.5%) |
| Worst Setup EP | fault_row[0] |
| Sequential area share after synthesis | 55.8% |
| Area share, top type | 36.6% |
| Number of buffers added on ports | 63 |
| Post-cts sizing count | 0 |
| Yosys stat chip area | 3120 µm² |
| Min Tclk post-route | 2.92 ns |
| VDD IR max | 0.171 mV |
| Count of different cell masters after synthesis | 46 |
| Pwr/cell area | 356 nW/µm² |
-- synthesized netlist by cell type, drive strengths merged, types with 2 or more instances --
library cell and instances:
nor3 5, edfxtp 20, nor2 30, nor2b 2
buf 15, mux2i 9, dfxtp 57, and4 2
ha 3, a21oi 28, nand3 4, xor2 5
nor4 2, or2 2, nand4 6, a31oi 3
nand2 54, o21ai 5, a311oi 2, clkbuf 13
inv 2, and2 26, a32o 3, xnor2 3
-- stage by stage --
step | instances | cell area [µm²]
3_5_place_dp | 497 | 3800
5_1_grt | 513 | 4020
3_3_place_gp | 497 | 3800
4_1_cts | 513 | 4020
6_report | 513 | 4020
2_1_floorplan | 328 | 3160
-- area by class of cell --
class | count | area, µm² | share of cell area [%]
timing repair buffer | 64 | 638 | 15.9
sequential | 77 | 1740 | 43.3
clock buffer | 10 | 128 | 3.17
inverter | 2 | 7.51 | 0.187
clock inverter | 6 | 87.6 | 2.18
multi-input combinational | 221 | 1250 | 31.1
tap | 133 | 166 | 4.14
-- layer usage --
metal | global-route usage [%] | wire, µm | vias to the layer above
met1 | 18.7 | 3080 | 999
met2 | 20.3 | 2950 | 70
met5 | 0 | 0 | -
li1 | - | - | 1182
met3 | 2.62 | 313 | 11
met4 | 3.47 | 133 | 0
-- kinds of logic (layout without fill, tap and decap cells) --
logic type | count (synthesis) | count (layout) | synth area share, %
xor+xnor | 8 | 8 | 2.24
fa+ha+maj | 3 | 3 | 1.20
flops | 77 | 77 | 55.8
simple gates | 139 | 139 | 21.8
mux | 10 | 10 | 3.25
buf+inv | 30 | 82 | 5.45
compound gates | 49 | 49 | 10.1
other cells | 1 | 12 | 0.120
-- worst min-delay path by stage --
stage | depth (start not counted) | endpoint | start
CTS | 0 | col_addr_buf2[5]$_DFFE_PP_ | col_addr_buf[5]$_SDFFE_PP0P_
global route | 0 | row_addr_buf2[5]$_DFFE_PP_ | row_addr_buf[5]$_SDFFE_PP0P_
finish | 0 | col_addr_buf2[5]$_DFFE_PP_ | col_addr_buf[5]$_SDFFE_PP0P_
-- cell usage in the layout, fill, tap and decap left out, drive strengths merged, types with 2 or more instances in the layout --
cell type / synthesis / layout
a311oi: 2 / 2
nor4: 2 / 2
xor2: 5 / 5
a31oi: 3 / 3
and4: 2 / 2
inv: 2 / 2
clkinv: 0 / 4
o21ai: 5 / 5
dfxtp: 57 / 57
xnor2: 3 / 3
mux2i: 9 / 9
clkbuf: 13 / 10
a21oi: 28 / 28
a32o: 3 / 3
clkdlybuf4s50: 0 / 63
edfxtp: 20 / 20
nand2: 54 / 54
or2: 2 / 2
nor2: 30 / 30
nand4: 6 / 6
conb: 1 / 12
bufinv: 0 / 2
and2: 26 / 26
nor3: 5 / 5
ha: 3 / 3
nor2b: 2 / 2
nand3: 4 / 4
-- where the power goes --
part           total (mW)  switching [mW]  internal [mW]
clock               0.612           0.270          0.343
combinational      0.0376          0.0209         0.0167
sequential          0.779         0.00279          0.777
Power is estimated from default activity; no workload was simulated.
